===== /design/flow/config.mk =====
export PLATFORM = sky130hd
export DESIGN_NAME = clock_slow
export DESIGN_NICKNAME = clock_slow
export VERILOG_FILES = /design/flow/design.v
export SDC_FILE = /design/flow/constraint.sdc
export NUM_CORES = 4
export LEC_CHECK = 1
export CORE_AREA = 10 10 70 70
export DIE_AREA = 0 0 80 80

===== /design/flow/design.v =====
module N64_reciever (
			inout N64_in,
			input logic Reset,
			output logic [11:0] N64_out);
			logic clk_i;
			logic clk_slow;
			logic DataOutToStateBig;
			logic DataStateBigToSender;
			logic DataStateBigToReciever;
			logic [1:0] DataRecieverToShifter;
			logic EnableToSender;
			logic EnableToReciever;
			logic EnableRecieverToShifter;
			logic ClockRecieverToShifter;
			OSCH #("14.00") osc_int (					
					.STDBY(1'b0),			
					.OSC(clk_i),				
					.SEDSTDBY());
			clock_slow slow_it_down_baby (
					.clk_i(clk_i),
					.clk_o(clk_slow));
			Sig_Decode_Out ImActuallyAnEncoderButWhatever(
			.N64Data(N64_in),
			.clk(clk_slow),
			.Reset(Reset),
			.Enable(EnableToSender),
			.DataIn(DataStateBigToSender),
			.DataOut(DataOutToStateBig)
			);
			State_N64 StateMachineBig(
			.clk(clk_slow),
			.Reset(Reset),
			.Data_Top_In(DataOutToStateBig),
			.Data_To_Send(DataStateBigToSender),
			.Data_To_Recieve(DataStateBigToReciever),
			.Enable_Recieve(EnableToReciever),
			.Enable_Send(EnableToSender)
			);
			Sig_Decode_In SignalDecoderIn(
			.clk(clk),
			.Reset(Reset),
			.Enable(EnableToReciever),
			.Data_In(DataStateBigToReciever),
			.Data_Out(DataRecieverToShifter),
			.Enable_Out(EnableRecieverToShifter),
			.clk_Out(ClockRecieverToShifter)
			);
endmodule
module clock_slow (
			 input logic clk_i,
		     output logic clk_o);
	logic [2:0] count;		
	always_ff @ (posedge clk_i) begin
		count = count + 1;
		if (count >= 7) begin
			clk_o = ~clk_o;
			count = 0;
		end
	end
endmodule

===== /design/flow/run.sh =====
#!/bin/bash
# OpenROAD 26Q1-2900-gdf79404cd8, Yosys 0.63+post, stock flow scripts
make -C /OpenROAD-flow-scripts/flow DESIGN_CONFIG=/design/flow/config.mk WORK_HOME=/design/flow/orfs finish

===== /design/flow/constraint.sdc =====
current_design clock_slow

set clk_period 1.7
set clk_io_pct 0.2

create_clock -name clk0 -period $clk_period [get_ports {clk_i}]

set non_clock_inputs [all_inputs -no_clocks]
set_input_delay [expr $clk_period * $clk_io_pct] -clock clk0 $non_clock_inputs
set_output_delay [expr $clk_period * $clk_io_pct] -clock clk0 [all_outputs]

==> job_summary.md <==
## PnR job results

| Metric | Value |
|---|---|
| Vias in the first global route | `119` |
| Gate Count Post-Synth | `16` |
| Gr usage total | `1.16%` |
| Final core utilization | `7.95%` |
| Clk network pwr share | `57.4%` |
| CTS Buf Count | `3` |
| GR Overflow Total | `0` |
| Slew HR | `79.2%` |
| CTS tree | `yes` |
| Avg Vias per Cell | `1.93` |
| Layout cells sized above 1 | `19.0%` |
| Hold Fails Final Rpt | `0` |
| Max VDD drop | `0.000143 V` |
| Cts repair resizes | `0` |
| Slew Viols, Final | `0` |
| Die y size | `80 um` |
| Tot Pwr | `0.000229 W` |
| CP delay by family, top | `flip-flops` |
| Via count | `129` |
| Worst Skew | `0.00838 ns` |
| Cell count of the worst hold path | `1` |
| Slew at the pin closest to its max-slew limit | `0.311 ns` |
| Yosys Instances | `16` |
| Starting density of the core | `5.20%` |
| Synth unique cells | `10` |
| Final WS setup | `0.310 ns` |
| Unrepaired setup endpoints after global routing | `no` |
| Rows | `21` |
| Critical Path AT | `1.35 ns` |
| Highest clock rate | `0.719 GHz` |
| Ant diodes | `0` |
| Die Wd | `80 um` |
| WL per Instance | `4.60 um` |
| Drt first-iter violations | `2` |
| DR DRC count | `0` |
| R2R Path Start | `count[0]` |
| Layout Cells excl Fill | `67` |
| Ys flops | `4` |
| Drt pass-1 iters | `4` |
| Register share of total power | `42.6%` |
| Clk Latency, worst-skew pair | `0.24 ns` |
| CTS Buffer Depth | `2` |
| IO buf count | `1` |
| Mapped Area | `178 um2` |
| Worst endpoint required time | `1.66 ns` |
| Post-route setup TNS | `0 ns` |
| Switching Share | `18.8%` |
| Critical-path cell list | `inv_1 > ha_1 > nor2_1 > o21a_1` |
| Status | `finished clean` |
| OpenROAD warning count | `26` |
| Register share after synthesis | `50.7%` |
| Avg Cell Area, Syn | `11.1 um2` |
| Cells after DPL | `63` |
| Critical path capture point type | `flip-flop` |
| Most frequent cells in the layout | `clkbuf_4, dfxtp_1` |
| Root Buffer Master | `clkbuf_4` |
| CTS H-tree depth | `1` |
| Io pins | `2` |
| Worst path bufs/invs | `1` |
| Synth warn | `1` |
| CP startpoint kind | `flip-flop` |
| Int Power | `0.000186 W` |
| Reg2reg end | `clk_o` |
| Combinational fraction of design power | `0%` |
| Critical-path top delay cell | `dfxtp_1` |
| Hold path endpoint | `count[0]` |
| Layout area overhead | `52.8%` |
| Core footprint | `3420 um2` |
| Final WL | `308 um` |
| CTS sink cnt | `4` |
| GPL Wtd Cong | `0.654` |
| Area reported by Yosys stat | `178 um2` |
| Fillers | `408` |
| Period utilization | `81.8%` |
| Worst hold path type | `reg -> reg` |
| R2R cell count | `4` |
| CTS clock-pin slew for the worst setup and hold paths | `0.04 ns` |
| PwrDens | `843 nW/um2` |
| Chip Area | `6400 um2` |
| Switch Pwr | `0.0000431 W` |
| Max FO, Critical Path | `5` |
| Min cycle time layout | `1.39 ns` |
| Static Leakage | `0.0992 nW` |
| Final setup viols | `0` |
| Post-CTS setup buffers | `0` |
| Setup slack, reg-to-reg | `0.31 ns` |
| Largest net degree at the start of global routing | `6` |
| First-pass GRT wire length | `517 um` |
| Routed Antenna Nets | `0` |
| Crit path kind | `reg -> reg` |
| Hold Crit Start | `count[0]` |
| Max Cap Viol | `0` |
| Post-CTS Hold Buffers | `0` |
| Initial antenna violation count | `0` |
| DP Worst Slack | `0.308 ns` |
| Worst path max stage delay | `0.39 ns` |
## sequential cells by signal, indices dropped and copies added, names as in the netlist
signal,cells
clk_o,1
count,3
## worst register-to-register path: cells and delay by family, from the launching register on
| family | cells | cell delay, ns |
|---|---|---|
| and+or+nand+nor | 1 | 0.18 |
| adders and majority gates | 1 | 0.33 |
| DFF | 1 | 0.39 |
| AOI/OAI and AO/OA | 1 | 0.14 |
| buffers and inverters | 1 | 0.07 |
## logic make-up after synthesis
logic type	count (synthesis)	synth area share, %
AND/OR/NAND/NOR	4	16.2
flip-flops	4	50.7
adder cells (fa/ha/maj)	2	14.1
XOR/XNOR	1	4.93
buffers and inverters	2	4.23
AND-OR/OR-AND	3	9.86
## worst max path at each step
stage	start	to	depth (start not counted)	slack (ns)
after CTS	clk_o	clk_o	1	0.30
after global routing	count[0]	clk_o	4	0.19
final	count[0]	clk_o	4	0.31
## synthesized netlist by cell type, drive strengths merged
cell,n,area [um2]
dfxtp,3,60.1
a21oi,2,10.0
ha,2,25.0
inv,2,7.51
nand2b,2,12.5
edfxtp,1,30.0
nor2,1,3.75
nor3b,1,12.5
o21a,1,7.51
xor2,1,8.76
## per-stage QoR
stage / hold slack [ns] / cell area, um2
3_3_place_gp: 0.468 / 245
2_1_floorplan: 0.453 / 178
5_1_grt: 0.551 / 272
3_5_place_dp: 0.481 / 245
4_1_cts: 0.503 / 272
6_report: 0.508 / 272
## routing by layer
metal | up-vias | part of all wire, % | GRT usage [%]
met3 | 0 | 26 | 2.16
met2 | 6 | 34 | 1.28
met1 | 60 | 40 | 0.933
li1 | 63 | - | -
met5 | - | 0 | 0
met4 | 0 | 0 | 0.176
## layout make-up
type / count / area (um2) / share of cell area (%)
inverter: 2 / 7.51 / 2.76
clock buffer: 4 / 26.3 / 9.68
tap: 46 / 57.6 / 21.2
timing repair buffer: 1 / 10.0 / 3.69
multi-input combinational: 10 / 80.1 / 29.5
sequential: 4 / 90.1 / 33.2
## power by group through the flow
stage,clock network (W),registers (W),logic [W]
6_report,0.000131,0.0000976,0.0000000000484
5_1_grt,0.000149,0.0000974,0.0000000000484
4_1_cts,0.000136,0.0000975,0.0000000000484
Power is estimated from default activity; no workload was simulated.
